--- flow/constraint.sdc ---
current_design blinky

set clk_period 3.7
set clk_io_pct 0.2

create_clock -name clk0 -period $clk_period [get_ports {piClk}]

set non_clock_inputs [all_inputs -no_clocks]
set_input_delay [expr $clk_period * $clk_io_pct] -clock clk0 $non_clock_inputs
set_output_delay [expr $clk_period * $clk_io_pct] -clock clk0 [all_outputs]
--- flow/run.sh ---
#!/bin/bash
# OpenROAD 26Q1-2900-gdf79404cd8, Yosys 0.63+post, stock flow scripts
make -C /OpenROAD-flow-scripts/flow DESIGN_CONFIG=/design/flow/config.mk WORK_HOME=/design/flow/orfs finish
--- flow/design.v ---
module blinky( 
    input piClk,
    input piRst,
    output poLed );
    parameter c_bit_counter = 25;
    reg  [c_bit_counter:0] s_counter_reg;
    wire [c_bit_counter:0] s_counter_next;
    always @ (posedge piClk) begin
        if ( piRst == 1'b1 ) begin
            s_counter_reg <= {c_bit_counter{1'b0}};
        end
        else begin
            s_counter_reg <= s_counter_next;
        end
    end
    assign s_counter_next = s_counter_reg + 1;
    assign poLed = (s_counter_reg >= {{1'b0}, {(c_bit_counter-1){1'b1}}} ) ? 1'b1 : 1'b0;
endmodule
--- flow/config.mk ---
export PLATFORM = sky130hd
export DESIGN_NAME = blinky
export DESIGN_NICKNAME = blinky
export VERILOG_FILES = /design/flow/design.v
export SDC_FILE = /design/flow/constraint.sdc
export NUM_CORES = 4
export LEC_CHECK = 1
export CORE_AREA = 10 10 106 106
export DIE_AREA = 0 0 116 116
==> results_dict.tcl <==
# yosys + openroad results
set metrics [dict create \
    global_route_wire_length_before_repair_um 3580 \
    clock_sinks 26 \
    synth-seq-cells 26 \
    fp_util 0.136 \
    clock.latency.late_pin_ns 0.27 \
    adder_share 0.0104 \
    post_synth_inst_count 140 \
    ctsRootBufferMaster "sky130_fd_sc_hd__clkbuf_8" \
    postSynth.topFlopCell "sky130_fd_sc_hd__dfxtp_1" \
    synth_cell_types 30 \
    total_leakage_power_uw 0.000391 \
    powerDensity_nw_per_um2 341 \
    ctsHtreeMaxLevel 1 \
    grt_start_max_net_pins 15 \
    gp_congestion 0.716 \
    synth-seq-area-share 0.433 \
    critical-path-slowest-cell "sky130_fd_sc_hd__clkdlybuf4s50_1" \
    simple_gate_area_frac 0.326 \
    global_route.overflow_total 0 \
    relSlewSlack 0.636 \
    placed_cells 246 \
    cp_data_arrival_time_ns 2.01 \
    detailedRoute.firstPassIterationCount 4 \
    finalCriticalPeriod_ns 2.75 \
    post_synth_instance_area_sq_um 1200 \
    cts.clk_slew.worst_paths_ns 0.09 \
    globalRouteTotalUtil 0.0320 \
    first_iter_violations 32 \
    ys_chip_area_sq_um 1200 \
    r2r_end "s_counter_reg[20]" \
    post-route-cell-area_sq_um 1400 \
    timing_max_transition_violations_final 0 \
    worst_setup_path_start_kind "register" \
    fmax_ghz 0.364 \
    synthArstFlopShare 0 \
    die_area_sq_um 13500 \
    critical_path.reg2reg.startpoint "s_counter_reg[0]" \
    synth.cellmix.compoundShare 0.118 \
    num_io_pins 3 \
    critical_path_required_ns 2.96 \
    die.size.y_um 116 \
    ir_drop_v 0.000119 \
    dpl.hpwl_um 1530 \
    cts-buffers-inserted 3 \
    yosys_cells 140 \
    max_slew.worst_pin.slew_ns 0.545 \
    worst_hold_path_type "register to register" \
    cts_repair_resizes 0 \
    tns_ns 0 \
    placement.cell_area_sq_um 1340 \
    layout.cells.most_common "sky130_fd_sc_hd__dfxtp_1" \
    synth.cellmix.xorXnorShare 0.0729 \
    portBuffers 2 \
    stdcell_count 251 \
    antenna_left 0 \
    max_cap_check_violation_count 0 \
    drt-vias-per-instance 3.72 \
    floorplan.core_area_sq_um 8850 \
    finalSetupViolations 0 \
    finalHoldViolCount 0 \
    run_status "finished clean" \
    final.period_utilization 0.743 \
    min_setup_slack_post_route_ns 0.949 \
    timing.critical_path.to_type "output pin" \
    post_drt_wl_per_cell_um 8.63 \
    synth.logic.top_family "simple AND/OR/NAND/NOR gates" \
    hold_end "s_counter_reg[0]" \
    worst_clock_skew_ns 0.00317 \
    areaGrowthSynthToFinish_pct 16.6 \
    setup_slack_of_the_most_critical_reg_to_reg_path_ns 1.70 \
    hold-path-cell-count 1 \
    edf_count 0 \
    number_of_flip_flops_under_the_largest_register_name 26 \
    dp_worst_setup_slack_ns 1.23 \
    chipWidth_um 116 \
    synthMuxAreaShare 0.00938 \
    grt_antenna_before_repair 1 \
    vias 934 \
    row_count 34 \
    most_frequent_cells_in_the_layout "26 x sky130_fd_sc_hd__dfxtp_1, 14 x sky130_fd_sc_hd__nor2_1, 13 x sky130_fd_sc_hd__a21oi_1" \
    postSynthAreaPerCell_sq_um 8.58 \
    critical_path.max_fanout 10 \
    slowest_delay_ns 0.46 \
    first_global_vias 812 \
    post_cts.repair.setup_buffers 0 \
    openroad.warnings 25 \
    holdBufCountCts 0 \
    max_buffers_root_to_sink 2 \
    synthesis.yosys.warnings 1 \
    hold_path_startpoint "s_counter_reg[0]" \
    timing.critical_path.cells "ha_1 -> nand3_4 -> nor3_1 -> nand3_1 -> nand2_1 -> clkdlybuf4s50_1" \
    critical_path_class "register to output pin" \
    tritoncts "yes" \
    totalWireLength_um 2170 \
    drt_drc_violations_left 0 \
    post_route_cells_drive_above_1_share 0.113 \
    fin_total_pwr_uw 477 \
    unrepaired_setup_endpoints_after_global_routing "no" \
    rr_worst_depth 5 \
]
-- layout make-up --
class                   instances  area [sq um]
multi-input cells             105           644
diodes                          1          2.50
inverters                       4          15.0
fillers                       988          7450
flip-flops and latches         26           520
repair buffers                  3          27.5
well taps                     108           135
clock buffers                   4          55.1
-- kinds of logic (layout without fill, tap and decap cells) --
| kind of cell | count (synthesis) | after routing |
|---|---|---|
| buffers and inverters | 9 | 11 |
| adder cells (fa/ha/maj) | 1 | 1 |
| XOR/XNOR | 10 | 10 |
| AND/OR/NAND/NOR | 67 | 67 |
| flip-flops | 26 | 26 |
| multiplexers | 1 | 1 |
| other | 0 | 1 |
| AND-OR/OR-AND | 26 | 26 |
-- per-layer routing --
layer,track usage,wire length (um),part of all wire
met4,0.00417,14,0.0065
met1,0.0411,1080,0.50
met3,0.0173,147,0.068
met2,0.0478,928,0.43
met5,0,0,0
-- worst max-delay path: cells and delay by family, from the launching register on --
kind / cells / cell delay, ns
adder cells (fa/ha/maj): 1 / 0.24
buffers and inverters: 1 / 0.46
flip-flops: 1 / 0.38
AND/OR/NAND/NOR: 4 / 0.67
-- where the power goes --
part           total (uW)  internal, uW  switching, uW
clock                 181          95.0           85.8
sequential            285           282           2.87
combinational        11.1          4.45           6.66
total                 477           382           95.4
-- worst max-delay path by stage --
stage / start / end / depth (start not counted)
after CTS: s_counter_reg[0] / poLed / 6
after global routing: s_counter_reg[0] / poLed / 6
final: s_counter_reg[0] / poLed / 6
-- Yosys cell counts, types with 4 or more instances --
cell | number | area share
sky130_fd_sc_hd__dfxtp_1 | 26 | 0.43
sky130_fd_sc_hd__nor2_1 | 14 | 0.044
sky130_fd_sc_hd__a21oi_1 | 13 | 0.054
sky130_fd_sc_hd__nand2_1 | 9 | 0.028
sky130_fd_sc_hd__nand3_1 | 9 | 0.037
sky130_fd_sc_hd__o21ai_0 | 9 | 0.037
sky130_fd_sc_hd__xnor2_1 | 9 | 0.066
sky130_fd_sc_hd__nor3_1 | 5 | 0.021
sky130_fd_sc_hd__or3_1 | 5 | 0.026
sky130_fd_sc_hd__or3_2 | 5 | 0.031
sky130_fd_sc_hd__inv_1 | 4 | 0.012
-- stage by stage --
stage / hold WS (ns) / utilization
floorplan: 0.430 / -
global placement: 0.443 / 0.152
detailed placement: 0.454 / 0.152
CTS: 0.475 / 0.158
global route: 0.501 / 0.158
finish: 0.470 / 0.158
No activity file was given, so power comes from the tool's default toggle rates.
